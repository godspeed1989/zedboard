File: design/flow/run.sh
#!/bin/bash
# OpenROAD 26Q1-2900-gdf79404cd8, Yosys 0.63+post, stock flow scripts
make -C /OpenROAD-flow-scripts/flow DESIGN_CONFIG=/design/flow/config.mk WORK_HOME=/design/flow/orfs finish
File: design/flow/config.mk
export PLATFORM = sky130hd
export DESIGN_NAME = my_stream_ip
export DESIGN_NICKNAME = my_stream_ip
export VERILOG_FILES = /design/flow/design.v
export SDC_FILE = /design/flow/constraint.sdc
export NUM_CORES = 4
export LEC_CHECK = 1
export CORE_UTILIZATION = 50
File: design/flow/constraint.sdc
current_design my_stream_ip

set clk_period 14.7
set clk_io_pct 0.2

create_clock -name clk0 -period $clk_period [get_ports {ACLK}]

set non_clock_inputs [all_inputs -no_clocks]
set_input_delay [expr $clk_period * $clk_io_pct] -clock clk0 $non_clock_inputs
set_output_delay [expr $clk_period * $clk_io_pct] -clock clk0 [all_outputs]
File: design/flow/design.v
module my_stream_ip 
	(
		ACLK,
		ARESETN,
		S_AXIS_TREADY,
		S_AXIS_TDATA,
		S_AXIS_TLAST,
		S_AXIS_TVALID,
		M_AXIS_TVALID,
		M_AXIS_TDATA,
		M_AXIS_TLAST,
		M_AXIS_TREADY,
		M_AXIS_TKEEP
	);
input                          ACLK;     
input                          ARESETN;  
output                         S_AXIS_TREADY;   
input      [31 : 0]            S_AXIS_TDATA;    
input                          S_AXIS_TLAST;    
input                          S_AXIS_TVALID;   
output                         M_AXIS_TVALID;   
output     [31 : 0]            M_AXIS_TDATA;    
output                         M_AXIS_TLAST;    
input                          M_AXIS_TREADY;   
output     [3:0]               M_AXIS_TKEEP;    
   localparam NUMBER_OF_INPUT_WORDS  = 8;
   localparam NUMBER_OF_OUTPUT_WORDS = 8;
   localparam Idle  = 3'b100;
   localparam Read_Inputs = 3'b010;
   localparam Write_Outputs  = 3'b001;
   reg [2:0] state;
   reg [31:0] sum;
   reg [NUMBER_OF_INPUT_WORDS - 1:0] nr_of_reads;
   reg [NUMBER_OF_OUTPUT_WORDS - 1:0] nr_of_writes;
   assign S_AXIS_TREADY = (state == Read_Inputs);
   assign M_AXIS_TVALID = (state == Write_Outputs);
   assign M_AXIS_TDATA = sum;
   assign M_AXIS_TLAST = 1'b0;
   assign M_AXIS_TKEEP = 4'b1111;
   always @(posedge ACLK) 
   begin
      if (!ARESETN)
        begin
           state        <= Idle;
           nr_of_reads  <= 0;
           nr_of_writes <= 0;
           sum          <= 0;
        end
      else
        case (state)
          Idle:
            if (S_AXIS_TVALID == 1)
            begin
              state       <= Read_Inputs;
              nr_of_reads <= NUMBER_OF_INPUT_WORDS - 1;
              sum         <= 0;
            end
          Read_Inputs:
            if (S_AXIS_TVALID == 1) 
            begin
              sum  <=  sum + S_AXIS_TDATA;
              if (nr_of_reads == 0)
                begin
                  state        <= Write_Outputs;
                  nr_of_writes <= NUMBER_OF_OUTPUT_WORDS - 1;
                end
              else
                nr_of_reads <= nr_of_reads - 1;
            end
          Write_Outputs:
            if (M_AXIS_TREADY == 1) 
            begin
              if (nr_of_writes == 0) 
                 state <= Idle;
              else
                 nr_of_writes <= nr_of_writes - 1;
            end
        endcase
   end
endmodule
==> CHANGELOG.md <==
## Flow update

- Core Footprint: roughly 7400 um^2
- Longest individual stage delay on the worst path: 0.46 ns
- Crit path max-delay family: AND-OR/OR-AND gates
- Synth top area cells: sky130_fd_sc_hd__dfxtp_1, sky130_fd_sc_hd__ha_1, sky130_fd_sc_hd__nand2_1
- Die Area: ~8000 um^2
- Relative slew margins: 0.429
- Final worst path period need: between 5 and 6 ns
- H-tree depth: 2
- Antenna diode count: 0
- Total I/O pin count: between 70 and 80
- Setup TNS Final: 0 ns
- Worst path buffer plus inverter count: 2
- Top FF cell, synth: sky130_fd_sc_hd__dfxtp_1
- Final hold violation count: 0
- Number of buffers added on ports: 69
- Number of vias per cell after detailed routing: between 5 and 6
- Latency at later pin: ~0.31 ns
- CTS Buffer Depth: 2
- Vias in the first global route: about 3.4k
- Syn Area/Cell: just under 8 um^2
- Clock tree skew after final layout: between 0.004 and 0.005 ns
- Critical path fanouts, max: 4
- Maximum vdd ir drop: just over 0.00005 V
- Result of the run: finished, final reports clean
- Number of remaining DRC errors: 0
- Most frequently placed logic cells in the final layout: sky130_fd_sc_hd__clkdlybuf4s50_1, sky130_fd_sc_hd__nand2_1, sky130_fd_sc_hd__dfxtp_1, sky130_fd_sc_hd__a21oi_1, sky130_fd_sc_hd__o21ai_0
- RD Place Congestion: slightly below 0.9
- Average wire length per cell after detail routing: roughly 14 um
- EDFF count, synth: 0
- Sequential cell area: between 1000 and 1500 um^2
- Reported leakage power: 1.88 nW
- Worst min path class: reg2reg
- Syn Inst Count: just under 500
- Area growth from synthesis to final layout: 21.0%
- Final setup violating endpoints: 0
- Total number of yosys warnings: 1
- Count of vias placed by the detailed router: ~3.6k
- Synth area leader: sky130_fd_sc_hd__dfxtp_1
- First-pass GRT wire length: between 15 and 20 mm
- Estimated wirelength of the detail-placed design: about 7 mm
- Final worst path period share: 0.367
- Floorplan die height: 90.2 um
- CP Data Arrival Time: 5.61 ns
- Cell area after placement: 4620 um^2
- Share of cells above drive strength 1: 0.0528
- Number of inserted filler cells in the final layout: 644
- Critical Path End Type: flip-flop
- Most common library cell in the layout ignoring fill and taps: sky130_fd_sc_hd__clkdlybuf4s50_1
- Number of gates resized after cts: 0
- Logic area: roughly 2700 um^2
- Seq/Total Area, Yosys: 0.262
- Clock transition at the register clock pins on the worst setup and hold paths after CTS: around 0.1 ns
- Fraction of synthesized cell area taken by the top area cell type: 0.262
- Overall power consumption: ~0.00035 W
- F_max: between 150 and 200 MHz
- Required time at the endpoint of the critical path: ~15 ns
- Yosys Chip Area: about 3900 um^2
- Overflow left after global routing: 0
- Crit start category: input port
- Clock net sink count: 51
- Final Max Tran Viols: 0
- Number of cells in the yosys synthesis report: roughly 500
- Largest net degree at the start of global routing: 21
- Max-capacitance violation count: 0
- Antenna violations before repair: 0
- Total iterations of the first detailed-routing run: 4
- Floorplan-stage core utilization: 0.528
- Count of nets left with antenna violations after detail routing: 0
- Cell chain of the critical path: clkdlybuf4s50_1, ha_1, inv_1, fa_1, and2b_1, o2111ai_2, a21oi_1, o31ai_4, o21ai_0, nand4_1, a32o_1
- Hold WS: roughly 0.48 ns
- Count of state elements after synthesis: 51
- Synth cell types: 66
- Finished Cell Area: 4710 um^2
- PD cells: between 70 and 80 nW/um^2
- Total standard cell area after synthesis: 3890 um^2
- Slowest CP cell: sky130_fd_sc_hd__clkdlybuf4s50_1
- Path type of the worst setup path: in2reg
- Ys async rst share: 0
- Overall Global Routing Usage: 0.230
- CTS Root Buffer Type: sky130_fd_sc_hd__clkbuf_8
- TritonCTS clock tree: built
- Setup repair after global routing missed its margin: no
- Row Count: 31
- Post-CTS setup-driven buffer insertion count: 0
- Tool warnings: 28
- Total clock buffers created by CTS: 5
- Number of DRC markers in iteration 0: roughly 150
- Routed Wire Length: around 9.0 mm
- Count of hold-fix buffers inserted at cts: 0
- Actual transition at the worst max-transition pin: 0.857 ns
- Width of the die: 90.2 um
worst paths after layout:
path	from	end	slack, ns	cells after the start
max	S_AXIS_TDATA[0]	sum[28]$_SDFFE_PN0P_	9.30	11
min	sum[25]$_SDFFE_PN0P_	sum[25]$_SDFFE_PN0P_	0.48	2
max reg2reg	sum[0]$_SDFFE_PN0P_	sum[28]$_SDFFE_PN0P_	12.00	10
min reg2reg	sum[25]$_SDFFE_PN0P_	sum[25]$_SDFFE_PN0P_	0.48	2
cells in the mapped netlist (all sizes together), types with 8 or more instances:
master / count
dfxtp: 51
and2: 10
clkbuf: 12
a22oi: 8
and3: 9
xnor2: 16
nand4: 8
nor2: 32
xor2: 15
o21ai: 42
inv: 20
nor2b: 10
a21oi: 41
o21a: 8
ha: 34
buf: 11
nor3: 16
nand3: 12
nand2: 54
logic make-up after synthesis:
kind of cell / share of synthesized area
other cells: 0.00193
simple gates: 0.225
fa+ha+maj: 0.114
xor+xnor: 0.0698
buf+inv: 0.0489
mux: 0.00257
compound gates: 0.275
flops: 0.262
metrics by stage:
step | util | std cells | setup slack (ns)
6_report | 0.639 | 648 | 9.30
5_1_grt | 0.639 | 648 | 9.11
4_1_cts | 0.639 | 648 | 9.32
3_5_place_dp | 0.627 | 640 | 8.99
3_3_place_gp | 0.627 | 640 | 8.99
2_1_floorplan | - | 493 | 9.75
tightest hold or removal path: cells and delay by family (launching register included):
| family | cells | cell delay, ns |
|---|---|---|
| and+or+nand+nor | 1 | 0.06 |
| AOI/OAI and AO/OA | 1 | 0.05 |
| DFF | 1 | 0.34 |
registers in the layout (all words and copies together), names as in the netlist:
register	cells
nr_of_reads	8
state	3
nr_of_writes	8
sum	32
routing by layer:
| metal | GRT usage | part of all wire |
|---|---|---|
| met4 | 0.0228 | 0.0086 |
| met1 | 0.331 | 0.48 |
| met3 | 0.0309 | 0.041 |
| met5 | 0 | 0 |
| met2 | 0.387 | 0.47 |
report_power, final:
group          internal, W  switching, W  total [W]
Sequential        0.000148    0.00000928   0.000157
Combinational    0.0000528     0.0000564   0.000109
Clock            0.0000342     0.0000518  0.0000860
Total             0.000235      0.000118   0.000353
cell type report:
| cell class | instances | share of cell area |
|---|---|---|
| Tap cell | 99 | 0.0263 |
| Sequential cell | 51 | 0.217 |
| Clock buffer | 5 | 0.0146 |
| Inverter | 20 | 0.0159 |
| Clock inverter | 3 | 0.00505 |
| Multi-Input combinational cell | 399 | 0.572 |
| Timing Repair Buffer | 71 | 0.150 |
Power figures rest on the tool's default switching activity, not on a simulated workload.
