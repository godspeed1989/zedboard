==> flow/design.v <==
module vga_control_module
(
	input VGA_CLK,
	input [11-1:0] X, Y,
	input valid,
	output [4-1:0] VGA_R, VGA_G, VGA_B
);
reg rectangle;
always @ (posedge VGA_CLK)
	if(X > 100 && X < 800-100 && Y > 100 && Y < 600-100)
		rectangle <= 1'b0;
	else
		rectangle <= 1'b1;
assign VGA_R = valid && rectangle ? 4'b0000 : 4'b0;
assign VGA_G = valid && rectangle ? 4'b0000 : 4'b0;
assign VGA_B = valid && rectangle ? 4'b1111 : 4'b0;
endmodule
module pll_module
(
	input i_clock100MHz,
	output reg o_clock50MHz
);
always @ (posedge i_clock100MHz)
	o_clock50MHz <= ~o_clock50MHz;
endmodule
module vga_module
(
	input CLOCK_100,
	output [4-1:0] VGA_R, VGA_G, VGA_B,
	output VGA_HS, VGA_VS
);
wire VGA_CLK;
pll_module clk
(
	.i_clock100MHz(CLOCK_100),
	.o_clock50MHz(VGA_CLK)
);
wire [11-1:0] X,Y;
wire valid;
sync_module sync
(
	.VGA_CLK(VGA_CLK),
	.VGA_HS(VGA_HS),
	.VGA_VS(VGA_VS),
	.X(X), .Y(Y),
	.valid(valid)
);
vga_control_module control
(
	.VGA_CLK(VGA_CLK),
	.VGA_R(VGA_R),
	.VGA_G(VGA_G),
	.VGA_B(VGA_B),
	.X(X), .Y(Y),
	.valid(valid)
);
endmodule
module sync_module
(
	input VGA_CLK,
	output VGA_HS, VGA_VS, valid,
	output [11-1:0] X, Y
);
reg [11-1:0] Count_H;
always @ (posedge VGA_CLK)
	if(Count_H == (56+120+64+800))
		Count_H <= 0;
	else
		Count_H <= Count_H + 1'b1;
reg [11-1:0] Count_V;
always @ (posedge VGA_CLK)
	if(Count_V == (37+6+23+600))
		Count_V <= 0;
	else if(Count_H == (56+120+64+800))
		Count_V <= Count_V + 1'b1;
reg valid_r;
always @ (posedge VGA_CLK)
	if( (Count_H > 120+64 && Count_H < 120+64+800+1) &&
		(Count_V > 6+23 && Count_V < (37+6+23+600)-1) )
		valid_r <= 1'b1;
	else
		valid_r <= 1'b0;
assign VGA_HS = (Count_H <= 120) ? 1'b0 : 1'b1;
assign VGA_VS = (Count_V <= 6) ? 1'b0 : 1'b1;
assign valid = valid_r;
assign X = valid_r ? (Count_H-120-64-1) : 11'd0;
assign Y = valid_r ? (Count_V-6-23-1) : 11'd0;
endmodule
==> flow/run.sh <==
#!/bin/bash
# OpenROAD 26Q1-2900-gdf79404cd8, Yosys 0.63+post, stock flow scripts
make -C /OpenROAD-flow-scripts/flow DESIGN_CONFIG=/design/flow/config.mk WORK_HOME=/design/flow/orfs finish
==> flow/config.mk <==
export PLATFORM = sky130hd
export DESIGN_NAME = vga_module
export DESIGN_NICKNAME = vga_module
export VERILOG_FILES = /design/flow/design.v
export SDC_FILE = /design/flow/constraint.sdc
export NUM_CORES = 4
export LEC_CHECK = 1
export CORE_UTILIZATION = 30
==> flow/constraint.sdc <==
current_design vga_module

set clk_period 1.3
set clk_io_pct 0.2

create_clock -name clk0 -period $clk_period [get_ports {CLOCK_100}]

set non_clock_inputs [all_inputs -no_clocks]
set_input_delay [expr $clk_period * $clk_io_pct] -clock clk0 $non_clock_inputs
set_output_delay [expr $clk_period * $clk_io_pct] -clock clk0 [all_outputs]
==> out/metrics.yaml <==
worstMarginPinSlew_ns: 0.788
netlist_instances: 237
vdd_drop_max_mv: 0.112
r2r-end: "clk.o_clock50MHz"
fin_skew_ns: 0
clk_latency_ns: 0
flop_area_um2: 500
critical-path-top-delay-family: "flip-flops"
die_w_um: 81.0
r2r_setup_slack_ns: 0.85
cp.required_ns: 1.19
top_area_cell: "dfxtp_1"
io_buffer_count: 6
cts.repair.resized: 0
grt_pass1_vias: 1312
ys_seq_share_pct: 26.7
nFillCells: 628
grt_use_total_pct: 11.3
grt.busiest_layer: "met2"
initial_core_util_pct: 31.3
gp_congestion: 0.810
end_kind: "flop"
met2_usage_pct: 18.7
fp.coreArea_mm2: 0.00599
ys_cells: 237
grt_pass1_wl_mm: 5.96
criticalPathCategory: "reg -> reg"
ys.flop_type: "dfxtp_1"
final_hold_viol_count: 0
min_period_ns: 0.453
ff2ff_path_depth: 1
hold_buffers: 0
synth_cell_types: 54
cp.arrival_ns: 0.34
warnings: 35
cp_cell_sequence: "inv_1"
final_cell_mix: "dfxtp_1, nor2_1, nand2_1"
wl_per_cell_um: 11.8
crit_path_max_fanout: 2
area_delta_synth_final_pct: 0.734
postRouteAntennaNets: 0
path_clk_slew_ns: 0
maxCapViolations: 0
logic_area_mm2: 0.00120
cpPeakStageDelay_ns: 0.30
avgSynthCellArea_um2: 7.91
via_per_inst: 5.07
topCellsByArea: "dfxtp_1, ha_1, xnor2_1"
pin_count: 15
rows: 28
hp-class: "reg -> reg"
r2r_start: "clk.o_clock50MHz"
die_area_mm2: 0.00657
untimed_endpoints: 30
outcome: "completed"
ys_warn_count: 3
drive_gt1_share_pct: 2.27
async_flop_share_pct: 0
ys_ff: 25
post_cts_buffers: 0
dr_total_vias: 1497
layout.cells.most_common: "dfxtp_1"
grt-ovfl-total: 0
startpoint_type: "flop"
antenna_found_initial: 0
dr.pass1.iters: 4
drc_errors: 0
min_from: "clk.o_clock50MHz"
power.total_mw: 0.0317
die-height_um: 81.0
dp_hpwl_mm: 2.52
unclocked_pins: 24
grt_max_degree: 25
timing.slew.headroom_pct: 47.1
edf_count: 0
top_area_share_pct: 26.7
whs_endpoint: "clk.o_clock50MHz"
fin_setup_tns_ns: 0
synth_area_mm2: 0.00187
setup-violations-final: 0
p_leak_nw: 0.653
startpoint: "clk.o_clock50MHz"
p_per_area_mw_per_mm2: 16.8
wirelength_mm: 3.48
cpMaxStageDelayCell: "dfxtp_1"
gr-usage-met1_pct: 17.8
synth-area-yosys_mm2: 0.00187
hold_path_depth: 1
timing.final.crit_share_pct: 34.9
rsz0062_at_grt: "no"
gr-usage-met3_pct: 0
critPathBufInv: 1
drt_iter0_drc: 142
n_antenna_cell: 0
drv_slew: 0
max_freq_mhz: 2210
[Yosys cell counts, types with 5 or more instances]
cell       n
xor2_1     9
buf_4     11
dfxtp_1   25
nand3_1    9
buf_2      7
nand4_1    5
o21ai_0   12
nand2_1   17
a21oi_1   12
nor2b_1    5
xnor2_1   12
nor4_1     5
inv_1      8
nor2_1    21
clkbuf_1   9
ha_1      10
[area by class of cell]
class / instances / share of cell area [%]
Inverter: 8 / 1.59
Multi-Input combinational cell: 180 / 63.4
Sequential cell: 25 / 26.5
Tap cell: 75 / 4.97
Timing Repair Buffer: 7 / 3.58
[power breakdown]
group / switching, mW / internal [mW]
logic: 0.000363 / 0
clock network: 0 / 0
registers: 0 / 0.0313
total: 0.000363 / 0.0313
[per-stage QoR]
| stage | cell area [µm²] | util (%) | worst slack, ns | cells | hold WS (ns) |
|---|---|---|---|---|---|
| after floorplan | 1900 | - | 0.532 | 244 | 0.541 |
| after global placement | 1890 | 31.5 | 0.846 | 295 | 0.363 |
| after detailed placement | 1890 | 31.5 | 0.846 | 295 | 0.365 |
| after CTS | 1890 | 31.5 | 0.845 | 295 | 0.365 |
| after global routing | 1890 | 31.5 | 0.814 | 295 | 0.391 |
| final | 1890 | 31.5 | 0.847 | 295 | 0.364 |
[flip-flops by register name (all words and copies together) (netlist names)]
name,flops
control.rectangle,1
sync.Count_H,11
sync.Count_V,11
sync.valid_r,1
clk.o_clock50MHz,1
[worst max-delay path by stage]
stage | end | slack [ns] | cells past startpoint
4_1_cts | clk.o_clock50MHz | 0.85 | 1
5_1_grt | clk.o_clock50MHz | 0.81 | 1
6_report | clk.o_clock50MHz | 0.85 | 1
[routing by layer]
| layer | routed length [µm] | up-vias |
|---|---|---|
| met5 | 0 | - |
| met4 | 0 | 0 |
| met3 | 104 | 0 |
| met2 | 1520 | 35 |
| met1 | 1850 | 680 |
| li1 | - | 782 |
[cells by family after synthesis]
| kind of cell | synth area share, % |
|---|---|
| mux | 0.534 |
| fa+ha+maj | 6.68 |
| simple gates | 27.1 |
| flops | 26.7 |
| compound gates | 18.1 |
| xor+xnor | 9.81 |
| other cells | 0.200 |
| buf+inv | 10.9 |
