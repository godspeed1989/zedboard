==> ./design.v <==
module vga_sync_module
(
	input VGA_CLK,
	output VGA_HS, VGA_VS, valid,
	output [11-1:0] X, Y
);
reg [11-1:0] Count_H;
always @ (posedge VGA_CLK)
	if(Count_H == (56+120+64+800))
		Count_H <= 0;
	else
		Count_H <= Count_H + 1'b1;
reg [11-1:0] Count_V;
always @ (posedge VGA_CLK)
	if(Count_V == (37+6+23+600))
		Count_V <= 0;
	else if(Count_H == (56+120+64+800))
		Count_V <= Count_V + 1'b1;
reg valid_r;
always @ (posedge VGA_CLK)
	if( (Count_H > 120+64 && Count_H < 120+64+800+1) &&
		(Count_V > 6+23 && Count_V < (37+6+23+600)-1) )
		valid_r <= 1'b1;
	else
		valid_r <= 1'b0;
assign VGA_HS = (Count_H <= 120) ? 1'b0 : 1'b1;
assign VGA_VS = (Count_V <= 6) ? 1'b0 : 1'b1;
assign valid = valid_r;
assign X = valid_r ? (Count_H-120-64-1) : 11'd0;
assign Y = valid_r ? (Count_V-6-23-1) : 11'd0;
endmodule
==> ./run.sh <==
#!/bin/bash
# OpenROAD 26Q1-2900-gdf79404cd8, Yosys 0.63+post, stock flow scripts
make -C /OpenROAD-flow-scripts/flow DESIGN_CONFIG=/design/flow/config.mk WORK_HOME=/design/flow/orfs finish
==> ./config.mk <==
export PLATFORM = sky130hd
export DESIGN_NAME = vga_sync_module
export DESIGN_NICKNAME = vga_sync_module
export VERILOG_FILES = /design/flow/design.v
export SDC_FILE = /design/flow/constraint.sdc
export NUM_CORES = 4
export LEC_CHECK = 1
export CORE_AREA = 10 10 106 106
export DIE_AREA = 0 0 116 116
==> ./constraint.sdc <==
current_design vga_sync_module

set clk_period 3.0
set clk_io_pct 0.2

create_clock -name clk0 -period $clk_period [get_ports {VGA_CLK}]

set non_clock_inputs [all_inputs -no_clocks]
set_input_delay [expr $clk_period * $clk_io_pct] -clock clk0 $non_clock_inputs
set_output_delay [expr $clk_period * $clk_io_pct] -clock clk0 [all_outputs]
==> design notes <==
In the synthesized netlist, the number of instances is 209. The height of the die works out to 116 µm. The run gives 0 for the total of endpoints with negative setup slack in the final report. Compared with the post-synthesis result, the final layout area differs by 15.95%. A synthesized cell averages 8.405 µm².

The run gives 209 as the count of instantiated cells in the yosys netlist. For the maximum achievable frequency, the log shows 0.3569 GHz. By area the synthesized netlist is led by dfxtp_1 (26%), ha_1 (7.1%), xnor2_1 (7.0%). The count of antenna-violating nets left after detailed routing came out at 0.

Actual transition at the worst max-transition pin: 0.8258 ns. The tree built by TritonCTS fans out to 23 sinks. The run gives 2.20 ns as the data arrival at the endpoint of the critical path. The width of the chip is 116 µm. The run gives 0.3996 mW as the internal power consumption. Ratio of cells with drive above 1 in the final layout: 0.05479. The logs give 0 for the combinational share of power and 0.4417 for the headroom to the max-slew limit.

For the part of the power in registers, the log shows 0.612. The count of state elements after synthesis is 23, and the number of warning messages in the logs is 31. The run gives 0.1985 for the share of the core filled by cells before placement. The total wire length after detailed routing was 4024 µm. By instance count, the leading cell after synthesis is dfxtp_1. The switching power came out at 0.09893 mW. The tools report the hold violation total from the final report as 0.

Commonest register cell after synthesis: dfxtp_1. Total routing usage reported by global routing: 0.05986. The run gives 0.388 for the clock share of power. Cell type with the largest total area: dfxtp_1.

The number of antenna violations at the first check in global routing was 0; the required time at the worst-slack endpoint was 2.40 ns. Leaving out filler cells and counting taps, the final layout contains 327. The worst setup path is of the flop to primary output kind.

Setup repair after global routing left no endpoint under its margin. The count of buffers added on input and output ports is 25. In the synthesized netlist, the cells that appear most often are dfxtp_1 (23), nand2_1 (16), and2_1 (15).

The later pin in the worst-skew pair is clocked with a latency of 0.26 ns. The number of vias per cell is 4.223. The total power density per cell area is 244.8 nW/µm². With the register area share after synthesis at 0.2621, the synthesized cell area is 1757 µm². The total overflow left after global routing is 0.

The shortest period the worst path allows was 2.802 ns. The longest clock path from root to sink contains 2 buffers. TritonRoute reported its final design rule violation total as 0. The run gives 0.9339 for the fraction of the cycle the final worst path needs.

Including well taps, the total number of placed cells is 323. The number of diodes came out at 0. For this design the static power due to leakage is 0.7933 nW. The weighted congestion at the end of routability-driven global placement came out at 0.8289. The tree is rooted in a clkbuf_8. The summed area of non-filler cells in the final layout was 2037 µm².

In this run, the number of DRC markers left after iteration 0 of detailed routing was 61. During I/O placement, the number of pins put on the boundary was 26. The floorplan step defined a die boundary enclosing 13460 µm².

The flow ran to the end, and the final reports show no timing, DRC or antenna violations. The proportion of netlist area held by the largest area contributor is 0.2621, and the via count of the first global-routing pass is 1314. With the per-cell routed wire length at 12.31 µm, the HPWL after detailed placement is 3028 µm. Post-placement cell area: 1986 µm². The minimum hold slack is 0.5148 ns, and the number of slew-limit violations in the final report is 0. The setup TNS after final layout is 0 ns. The run gives 0 for the number of enable-type register cells in the synthesized netlist. Final design utilization: 0.2302. Looking at the VDD voltage map, the peak drop is 117.6 µV.

The highest fanout seen on the critical path was 10; the number of max-capacitance violations reported was 0. With the number of distinct library cells after synthesis at 47, the area of the core region is 8848 µm². The number of levels in the clock H-tree was 1; the clock-pin slew reported for the worst setup and hold paths after clock tree synthesis was 0.08 ns. The tools report the synthesis area per yosys as 1757 µm². The kind of end point of the critical path was a primary output. The first global-routing pass estimated 6624 µm of wire. Entering global routing, the biggest net connects 24 pins.

Number of cell rows: 34. Per the repair_timing log after CTS, setup buffers inserted total 0. The switching power share of the total is 0.1984, and the total number of yosys warnings is 1. Buffers inserted during clock tree synthesis total 3. TritonCTS built the clock tree. With the share of async-settable or async-resettable flops after synthesis at 0, the count of TritonRoute iterations in the first routing pass is 4. The worst hold path belongs to the class flop to flop. Type of origin of the critical path: a flop. After layout, the setup clock skew is reported as 0.003860 ns.

Summing over every cut layer, the via total after detailed routing is 1381.
==> final timing paths <==
path / start / endpoint / slack (ns) / cells past startpoint
min: Count_H[0]$_SDFF_PN0_ / Count_H[0]$_SDFF_PN0_ / 0.51 / 1
min reg2reg: Count_H[0]$_SDFF_PN0_ / Count_H[0]$_SDFF_PN0_ / 0.51 / 1
max: Count_V[5]$_SDFFE_PN0N_ / Y[10] / 0.20 / 5
max reg2reg: Count_H[6]$_SDFF_PN0_ / Count_V[2]$_SDFFE_PN0N_ / 0.82 / 4
==> timing repair <==
action / 4_1_cts / 5_1_grt
endpoints found under the setup margin: 0 / 2
hold buffers: 0 / 0
resized: 0 / 1
==> critical path: stages, from the launching register on <==
cell and delay, ns:
dfxtp_1 0.42, nor4_2 0.49, nor3b_1 0.28, xor2_1 0.16
and2_1 0.13, clkdlybuf4s50_1 0.46
==> registers in the layout, summed over array words and instances, names as in the netlist <==
signal / cells
Count_H: 11
Count_V: 11
valid_r: 1
==> routing by layer <==
metal,track usage,share of wire,vias up,wire (µm)
met3,0.01884,0.093,5,375
met4,0.01001,0.013,0,51
li1,-,-,734,-
met1,0.08894,0.50,604,2031
met2,0.08381,0.39,38,1566
met5,0,0,-,0
==> power by group through the flow <==
stage / Sequential (mW) / Clock, mW / Combinational (mW)
finish: 0.305 / 0.194 / 0.000000585
global route: 0.305 / 0.215 / 0.000000585
CTS: 0.305 / 0.203 / 0.000000584
==> cell type report <==
class                      count  area [µm²]
fill                         992        6812
multi-input combinational    160        1120
sequential                    23       460.4
timing repair buffer          25       250.2
tap                          108       135.1
clock buffer                   4       45.04
inverter                       7       26.28
==> cell families (layout without fill, tap and decap cells) <==
group                    after synthesis  count (layout)  synth area share
flip-flops                            23              23            0.2621
adder cells (fa/ha/maj)               10              10           0.07123
AND/OR/NAND/NOR                       96              96            0.3177
XOR/XNOR                              27              27            0.1346
AND-OR/OR-AND                         24              24           0.09259
buffers and inverters                 26              36            0.1040
multiplexers                           3               3           0.01781
==> placed cells by master (no fill, tap or decap), types with 5 or more instances in the layout <==
cell type and count:
xnor2_1 14, or3_1 5, nand3_1 10, dfxtp_1 23, and2_1 15, clkdlybuf4s50_1 25, inv_1 7, a21oi_1 5
nor2_1 14, nand4_1 6, nand2_1 16, xor2_1 13, ha_1 10
==> per-stage QoR <==
step           power [mW]  setup WS, ns
6_report           0.4986        0.1983
5_1_grt            0.5201       0.01131
2_1_floorplan      0.3122         1.070
3_5_place_dp       0.3122        0.3326
3_3_place_gp       0.3122        0.3602
4_1_cts            0.5080       0.02936
Power is estimated from default activity; no workload was simulated.
